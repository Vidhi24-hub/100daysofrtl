`flow/run.sh`:
```
#!/bin/bash
# OpenROAD 26Q1-2900-gdf79404cd8, Yosys 0.63+post, stock flow scripts
make -C /OpenROAD-flow-scripts/flow DESIGN_CONFIG=/design/flow/config.mk WORK_HOME=/design/flow/orfs finish
```
`flow/config.mk`:
```
export PLATFORM = sky130hd
export DESIGN_NAME = rca
export DESIGN_NICKNAME = rca
export VERILOG_FILES = /design/flow/design.v
export SDC_FILE = /design/flow/constraint.sdc
export NUM_CORES = 4
export LEC_CHECK = 1
export CORE_AREA = 10 10 70 70
export DIE_AREA = 0 0 80 80
```
`flow/constraint.sdc`:
```
current_design rca

set clk_period 2.3
set clk_io_pct 0.2

create_clock -name clk0 -period $clk_period

set non_clock_inputs [all_inputs -no_clocks]
set_input_delay [expr $clk_period * $clk_io_pct] -clock clk0 $non_clock_inputs
set_output_delay [expr $clk_period * $clk_io_pct] -clock clk0 [all_outputs]
```
`flow/design.v`:
```
`timescale 1ns / 1ps
module rca(a,b,cin,sum,cout);
input [3:0] a,b;
input cin;
output [3:0] sum;
output cout;
wire c1,c2,c3;
full_adder f0(a[0],b[0],cin,sum[0],c1);
full_adder f1(a[1],b[1],c1,sum[1],c2);
full_adder f2(a[2],b[2],c2,sum[2],c3);
full_adder f3(a[3],b[3],c3,sum[3],cout);
endmodule
module full_adder(a,b,cin,sum,cout);
input a,b,cin;
output sum,cout;
assign sum = a^b^cin;
assign cout = a&b | b&cin | a&cin; 
endmodule
```
==> flow_summary.yaml <==
# synthesis and place-and-route metrics
outcome:
  status: "finished with violations"
  violations: "negative setup slack"
worst_setup_path:
  cp.required_ns: 1.84
  startpoint: "cin"
  cp.arrival_ns: 2.11
  path_class: "input port to output pin"
  cp-end-kind: "output pin"
  crit_fanout: 1
  crit_path_start_kind: "input port"
die:
  die_h_um: 80
  die_x_um: 80
  io_pins: 14
  initCoreUtil_pct: 4.322
  chip_area_mm2: 0.006400
  rows: 21
  core_area_mm2: 0.003416
logic_synthesis:
  synth.cell_area_um2: 147.6
  ys_types: 3
  syn_area_per_cell_um2: 8.202
  ys_seq_share_pct: 0
  syn_inst: 18
  yosys-stat-cells: 18
  yosysWarningCount: 0
  ys_area_um2: 147.6
placement:
  place_area_um2: 320.3
  dp_hpwl_um: 513.4
  io_buffers: 14
  globalplace.congestion: 0.6611
cells_and_area:
  ff_latch_area_um2: 0
  lay_top_cells: "5 x inv_1, 5 x clkdlybuf4s50_1"
  logic_area_um2: 87.58
  drive_gt1_share_pct: 50.00
  nFillCells: 404
  seq_cells: 0
  nClkBuffers: 0
  areaGrowthSynthToFinish_pct: 111.9
  postLayoutCellArea_um2: 312.8
routing:
  vias_per_cell: 1.662
  vias: 123
  routed_wl_um: 505
  ant_nets: 0
  first_pass_iters: 1
  drt_drc_violations_left: 0
  avgRoutedWirePerCell_um: 6.824
  antennaDiodeCount: 0
  drt_iter0_markers: 0
grt:
  antenna_found_initial: 0
  first_global_vias: 135
  grt_pass1_wl_um: 696
  gr-total-overflow: 0
  grt_max_degree: 2
  grtUsageTotal_pct: 1.439
power_and_ir_drop:
  p_sw_share_pct: 36.15
  pwr-share-clk_pct: 0
  power_density_mw_per_mm2: 179.4
  p_switching_mw: 0.02029
  power_leakage_nw: 0.1405
  vdd_drop_max_mv: 0.01987
  internal-power_mw: 0.03584
  seq_power_share_pct: 0
  share_comb_of_total_power_pct: 100.0
timing:
  worst_pin_slew_ns: 0.1099
  rsz0062_at_grt: "true"
  finalClockPeriodUsage_pct: 111.6
  setup_viol: 2
  final-hold-violation-count: 0
  fmax_ghz: 0.3895
  period_needed_ns: 2.567
  setup_slack_ns: -0.2674
  relSlewSlack_pct: 92.65
  maxSlewViolCount: 0
  setup_tns_ns: -0.3370
flow_run:
  cap_violations: 0
  warning_count: 35
hold_path:
  min_path_type: "input port to output pin"
  min_from: "b[1]"
## synthesized netlist by cell type
library cell  instances  area, µm²
fa_1                  4      80.08
inv_1                10      37.54
buf_4                 4      30.03
## worst max-delay path, cell delays in order
cell and delay, ns:
buf_6 0.09, inv_4 0.04, fa_2 0.19, inv_2 0.04, fa_2 0.33, fa_2 0.34
inv_2 0.06, fa_1 0.40, inv_1 0.07, buf_2 0.09
## area by class of cell
| cell class | count | share of cell area [%] |
|---|---|---|
| repair buffers | 14 | 40.00 |
| well taps | 46 | 18.40 |
| inverters | 10 | 13.60 |
| multi-input cells | 4 | 28.00 |
## power by group through the flow
stage | registers [mW] | logic (mW) | clock network (mW)
after CTS | 0 | 0.0601 | 0
after global routing | 0 | 0.0656 | 0
final | 0 | 0.0561 | 0
## per-stage QoR
step                total power [mW]  hold WS [ns]  cells  worst slack (ns)  util, %
CTS                          0.06007         1.551     74           -0.3419    9.267
global route                 0.06561         1.602     74           -0.3314    9.158
global placement             0.06639         1.997     74           -0.9856    9.377
detailed placement           0.06734         1.999     74            -1.001    9.377
finish                       0.05613         1.553     74           -0.2674    9.158
floorplan                    0.03043         1.147     18           -0.1221        -
## routing by layer
metal  up-vias  global-route usage (%)  wire [µm]
li1         60                       -          -
met1        56                   1.404        170
met2         7                   2.408        234
met3         0                   1.250        101
met4         0                       0          0
met5         -                       0          0
## logic make-up (layout without fill, tap and decap cells)
kind of cell,Yosys count,count (layout),synth area share (%)
adder cells (fa/ha/maj),4,4,54.24
buffers and inverters,14,24,45.77
## worst paths after layout
check     end  slack, ns  cells past startpoint
min    sum[1]       1.55                      3
max    sum[3]      -0.27                     10
## timing repair
action,4_1_cts,5_1_grt
setup endpoints to repair,5,3
hold buffers,0,0
pin swaps,4,3
gates cloned,0,0
gates resized,31,2
setup buffers,0,0
Power is estimated from default activity; no workload was simulated.

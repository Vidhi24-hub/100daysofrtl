==> flow/run.sh <==
#!/bin/bash
# OpenROAD 26Q1-2900-gdf79404cd8, Yosys 0.63+post, stock flow scripts
make -C /OpenROAD-flow-scripts/flow DESIGN_CONFIG=/design/flow/config.mk WORK_HOME=/design/flow/orfs finish
==> flow/config.mk <==
export PLATFORM = sky130hd
export DESIGN_NAME = cla
export DESIGN_NICKNAME = cla
export VERILOG_FILES = /design/flow/design.v
export SDC_FILE = /design/flow/constraint.sdc
export NUM_CORES = 4
export LEC_CHECK = 1
export CORE_AREA = 10 10 70 70
export DIE_AREA = 0 0 80 80
==> flow/constraint.sdc <==
current_design cla

set clk_period 5.0
set clk_io_pct 0.2

create_clock -name clk0 -period $clk_period

set non_clock_inputs [all_inputs -no_clocks]
set_input_delay [expr $clk_period * $clk_io_pct] -clock clk0 $non_clock_inputs
set_output_delay [expr $clk_period * $clk_io_pct] -clock clk0 [all_outputs]
==> flow/design.v <==
`timescale 1ns / 1ps
module cla(a,b,cin,sum,cout);
input [3:0] a,b;
input cin;
output reg [3:0] sum;
output reg cout;
reg [3:0] p,g;
reg c1,c2,c3;
always@(*)
begin
p = a^b;  
g = a&b;  
c1 = g[0] | p[0]&cin;
c2 = g[1] | p[1]&g[0] | p[1]&p[0]&cin;
c3 = g[2] | p[2]&g[1] | p[2]&p[1]&g[0] | p[2]&p[1]&p[0]&cin;
cout = g[3] | p[3]&g[2] | p[3]&p[2]&g[1] | p[3]&p[2]&p[1]&g[0] | p[3]&p[2]&p[1]&p[0]&cin;
sum[0] = p[0]^cin;
sum[1] = p[1]^c1;
sum[2] = p[2]^c2;
sum[3] = p[3]^c3;
end
endmodule
==> results.toml <==
# flow metrics
[route]
final_antenna_net_count = 0
wl_per_cell_um = 6.963
drtPass1Iterations = 3
antennaDiodeCount = 0
drc = 0
overall_via_count_from_detail_route = 175
finalWirelength_um = 557
route.detailed.vias_per_inst = 2.188
initialDrtViolationCount = 11

[sta]
max_slew.worst_pin.slew_ns = 0.1683
max-slew-margin-rel = 0.8878
achievable-frequency_mhz = 266.2
grt_setup_unrepaired = "no"
fin_ws_ns = 1.243
setup-tns-final_ns = 0
finalSetupViolations = 0
timing_hold_violations_final = 0
final_period_utilization = 0.7514
report.final.slew_viol_count = 0
finalWorstPathRequiredPeriod_ns = 3.757

[synthesis]
yosys_warning_total = 1
post_synth_instance_area_um2 = 170.2
yosys-stat-cells = 20
area_of_the_synthesized_netlist_per_yosys_stat_um2 = 170.2
netlist-cell-type-count = 10
count_of_mapped_cells_out_of_synthesis = 20
syn_avg_cell_area_um2 = 8.508
synth_seq_share = 0

[placement]
buffer_ports.inserted = 14
dp_slack_ns = 1.269
replace_congestion = 0.6977
detailed_place_hpwl_um = 518.7

[setup_path]
worst_ep_arrival_time_ns = 2.76
critPathRequiredTime_ns = 4.00
worst-path-max-fanout = 3
endpoint_kind = "output port"
worstSetupStartpointType = "primary input"
worst-setup-path-type = "primary input to output port"

[cells_and_area]
clock_buffer_count = 0
final_layout_size_suffix_gt1_frac = 0.05882
layout_top_cells_excl_fill_tap = "14 x sky130_fd_sc_hd__clkdlybuf4s50_1, 5 x sky130_fd_sc_hd__ha_1, 4 x sky130_fd_sc_hd__inv_1"
finalCoreUtilization = 0.1077
area.growth.synth_to_final_pct = 116.2
sequential_area_um2 = 0
layout_top_cell = "sky130_fd_sc_hd__clkdlybuf4s50_1"
ff_count = 0

[flow_run]
log.warning_count = 33
drv.max_cap_violation_count = 0

[floorplanning]
chip_area_mm2 = 0.006400
die-width_um = 80
num_io_pins = 14
initial_utilization = 0.04982
vertical_die_dimension_um = 80
core.rowCount = 21
coreArea_mm2 = 0.003416

[global_routing]
global_route.overflow_total = 0
grt_pass1_wl_um = 876
antenna_violations_before_repair = 0
grt_pass1_vias = 184
largest_net_degree_at_the_start_of_global_routing = 4
gr-usage-all-layers = 0.01735

[hold_path]
whs_path_depth = 4
hold_path.class = "primary input to output port"

[power]
leakagePower_nw = 0.1556
worst_ir_drop_vdd_mv = 0.04478
design_power_total_w = 0.00003843
power.density_mw_per_mm2 = 104.5

[clocking]
cts_hold_buffers = 0
cts_post_setup_buffers_inserted = 0
post_cts_resized = 0

[run_status]
outcome = "finished, final reports clean"
[final timing paths]
check | start | to
min | b[3] | sum[3]
max | a[0] | sum[2]
[where the power goes]
group | internal [W] | switching (W) | total [W]
combinational | 0.0000261 | 0.0000124 | 0.0000384
sequential | 0 | 0 | 0
clock | 0 | 0 | 0
total | 0.0000261 | 0.0000124 | 0.0000384
[worst max-delay path, cell delays in order]
cell                              delay [ns]
sky130_fd_sc_hd__clkdlybuf4s50_1        0.46
sky130_fd_sc_hd__ha_1                   0.33
sky130_fd_sc_hd__a21o_1                 0.17
sky130_fd_sc_hd__a21oi_2                0.15
sky130_fd_sc_hd__xnor2_1                0.13
sky130_fd_sc_hd__clkdlybuf4s50_1        0.50
[Yosys cell counts, drive strengths merged]
| library cell | n | area share |
|---|---|---|
| xnor2 | 2 | 0.10 |
| inv | 4 | 0.088 |
| nand2 | 1 | 0.022 |
| ha | 5 | 0.37 |
| a21oi | 3 | 0.11 |
| xor2 | 1 | 0.051 |
| fa | 1 | 0.12 |
| o21ai | 1 | 0.051 |
| a21o | 2 | 0.088 |
[kinds of logic (layout without fill, tap and decap cells)]
kind of cell	Yosys count	count (layout)	synth area share
adder cells (fa/ha/maj)	6	6	0.4853
AND-OR/OR-AND	6	6	0.2500
buffers and inverters	4	18	0.08821
XOR/XNOR	3	3	0.1544
AND/OR/NAND/NOR	1	1	0.02204
[area by class of cell]
cell class / count / area, um2
timing repair buffer: 14 / 140.1
tap: 46 / 57.56
inverter: 4 / 15.01
multi-input combinational: 16 / 155.1
fill: 408 / 3048
[metal layers]
| layer | share of wire | GRT usage |
|---|---|---|
| met1 | 0.59 | 0.02982 |
| met2 | 0.19 | 0.01445 |
| met3 | 0.22 | 0.01364 |
| met4 | 0 | 0 |
| met5 | 0 | 0 |
[metrics by stage]
stage | hold WS, ns | instance area [um2] | instances
after floorplan | 2.169 | 170.2 | 20
after global placement | 3.079 | 367.9 | 80
after detailed placement | 3.092 | 367.9 | 80
after CTS | 3.092 | 367.9 | 80
after global routing | 3.163 | 367.9 | 80
final | 3.080 | 367.9 | 80
Power and IR drop assume default switching activity.

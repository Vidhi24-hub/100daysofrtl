==> ./design.v <==
module alu(A,B,opcode,out);
  input [3:0] A,B;
  input [2:0] opcode;
  output reg [7:0] out;
  always@(*)
    begin
      case(opcode)
        3'b000 : out = 0;
        3'b001 : out = A + B;
        3'b010 : out = A - B;
        3'b011 : out = A * B;
        3'b100 : out = A & B;
        3'b101 : out = A | B;
        3'b110 : out = ~A;
        3'b111 : out = ~B;
        default : out = 0;
      endcase
    end
endmodule
==> ./run.sh <==
#!/bin/bash
# OpenROAD 26Q1-2900-gdf79404cd8, Yosys 0.63+post, stock flow scripts
make -C /OpenROAD-flow-scripts/flow DESIGN_CONFIG=/design/flow/config.mk WORK_HOME=/design/flow/orfs finish
==> ./config.mk <==
export PLATFORM = sky130hd
export DESIGN_NAME = alu
export DESIGN_NICKNAME = alu
export VERILOG_FILES = /design/flow/design.v
export SDC_FILE = /design/flow/constraint.sdc
export NUM_CORES = 4
export LEC_CHECK = 1
export CORE_AREA = 10 10 77 77
export DIE_AREA = 0 0 87 87
==> ./constraint.sdc <==
current_design alu

set clk_period 3.6
set clk_io_pct 0.2

create_clock -name clk0 -period $clk_period

set non_clock_inputs [all_inputs -no_clocks]
set_input_delay [expr $clk_period * $clk_io_pct] -clock clk0 $non_clock_inputs
set_output_delay [expr $clk_period * $clk_io_pct] -clock clk0 [all_outputs]
==> metrics.yaml <==
detailed_routing:
  antenna_cells: 0
  first_pass_iters: 4
  vias_per_cell: 4.50
  wirelength_mm: 2.78
  dr_total_vias: 999
  drc: 0
  avgRoutedWirePerCell_um: 12.5
  drt_iter0_drc: 28
  ant_nets: 0
synthesis:
  yosysCellCount: 123
  top_cells_by_area: "ha_1 (30%), fa_1 (12%), inv_1 (7.9%)"
  postSynthCellCount: 123
  ys_area_um2: 996
  synth.top_cell.area_share_pct: 30.2
  synth_seq_share_pct: 0
  yosysTopAreaCell: "ha_1"
  synthesis.area_um2: 996
  synth_warnings: 1
  ys_types: 31
  syn_avg_cell_area_um2: 8.10
timing:
  min_period_ns: 3.67
  setup_ws_ns: -0.0663
  final_max_slew_viol_count: 0
  finalHoldViolations: 0
  worstMarginPinSlew_ns: 0.467
  period_used_pct: 102
  fmax_mhz: 273
  setup_viol: 4
  rsz0062_at_grt: "yes"
  max-slew-margin-rel_pct: 68.8
floorplanning:
  die_width_um: 87
  fp_util_pct: 22.9
  fp.coreArea_um2: 4350
  rows: 24
  fp.dieH_um: 87
  ios: 19
  chip_area_um2: 7570
placed_design:
  hpwl_mm: 2.29
  gp_congestion: 0.893
  pre_cts_slack_ns: -1.06
  io_buffers: 19
global_routing:
  first_global_vias: 988
  gr-usage-met1_pct: 10.5
  overflow: 0
  antenna_found_initial: 0
  grt_usage_pct: 7.26
  top_usage_layer: "met2"
  grt_pass1_wl_mm: 4.59
  grt_util_met2_pct: 12.1
  gr-usage-met3_pct: 0.660
  grt_max_degree: 11
setup_path:
  crit_arrival_ns: 2.95
  critPathRequiredTime_ns: 2.88
  path_class: "input port to output port"
  crit_fanout: 2
  start_kind: "input port"
  crit_start: "B[1]"
  endpoint_kind: "output port"
hold_path:
  hp-class: "input port to output port"
  hold_start: "opcode[0]"
final_layout:
  layout_top_cells_excl_fill_tap: "buf_4 (31), inv_1 (17), ha_1 (17)"
  final_layout_size_suffix_gt1_share_pct: 44.1
  area_growth_pct: 59.8
  seq_area_um2: 0
  ff_count: 0
  layout_top_cell: "buf_4"
  clkbuf_count: 0
run:
  tool_warnings: 42
  max_cap_violations: 0
pwr:
  p_total_mw: 0.241
  p_per_area_nw_per_um2: 152
  leakage_nw: 0.801
  vdd_drop_max_mv: 0.0484
run_status:
  status: "finished with violations"
  violations: "negative setup slack"
[worst max-delay path: stages]
cell and delay (ns):
buf_8 0.08, nand2_4 0.05, fa_1 0.54, fa_1 0.44, buf_4 0.16, fa_2 0.34
buf_4 0.15, xnor2_2 0.12, a21oi_1 0.14, o21ai_1 0.09, buf_2 0.13
[where the power goes]
part	total [mW]	internal (mW)	switching, mW
Sequential	0	0	0
Combinational	0.241	0.133	0.108
Clock	0	0	0
[final timing paths]
path | end | slack [ns] | cells after the start
worst max-delay path | out[4] | -0.07 | 11
worst min-delay path | out[4] | 2.03 | 4
[final cells by class]
type                            instances  area (µm²)
Timing Repair Buffer                   50         413
Inverter                               23        86.3
Multi-Input combinational cell         97        1030
Fill cell                             424        2760
Tap cell                               52        65.1
[cell usage after synthesis, drive strengths merged]
master	n
buf	2
clkbuf	1
inv	23
a211oi	1
nand3	1
fa	6
xnor2	3
nand2b	2
nand2	5
nor2b	1
o21bai	1
mux4	3
o21ai	7
o21ba	1
ha	24
xor2	4
mux2	2
nor2	11
a32oi	1
o22ai	1
nor3	3
a21o	4
o221ai	1
a221oi	4
a21oi	10
mux2i	1
[through the flow]
step / instance area (µm²) / util [%] / hold WS [ns] / cells / setup TNS [ns]
3_5_place_dp: 1450 / 33.3 / 2.57 / 220 / -5.53
6_report: 1590 / 36.6 / 2.03 / 222 / -0.240
3_3_place_gp: 1450 / 33.3 / 2.58 / 220 / -5.54
5_1_grt: 1590 / 36.6 / 2.10 / 222 / -0.591
4_1_cts: 1540 / 35.5 / 2.20 / 221 / -0.197
2_1_floorplan: 996 / - / 1.62 / 123 / 0
[cell families (layout without fill, tap and decap cells)]
logic type	count (synthesis)	after routing	share of synthesized area, %
AOI/OAI and AO/OA	31	31	21.0
adders and majority gates	30	30	42.2
buffers and inverters	26	73	10.7
and+or+nand+nor	23	23	9.92
xor gates and xnor gates	7	7	6.16
muxes	6	6	10.0
[timing repair]
item,CTS,global route
hold buffers,0,0
setup buffers,1,1
pin swaps,25,6
endpoints found under the setup margin,8,6
resized,70,13
[routing by layer]
metal,wire [µm],up-vias
li1,-,521
met1,1370,460
met2,1270,18
met3,131,0
met4,0,0
met5,0,-
Power figures rest on the tool's default switching activity, not on a simulated workload.
